**./design.v**
```verilog
module inst_reg (
    input clk,
    input load_IR,
    input [18:0] ins,               
    output reg [4:0] opcode,        
    output reg [3:0] rs1, rs2, rd,  
    output reg [13:0] addr_imm,     
    output reg [5:0] branch_offset  
);
    localparam OPC_ADD   = 5'd0,
               OPC_SUB   = 5'd1,
               OPC_MUL   = 5'd2,
               OPC_DIV   = 5'd3,
               OPC_INC   = 5'd4,
               OPC_DEC   = 5'd5,
               OPC_AND   = 5'd6,
               OPC_OR    = 5'd7,
               OPC_XOR   = 5'd8,
               OPC_NOT   = 5'd9,
               OPC_LD    = 5'd10,
               OPC_ST    = 5'd11,
               OPC_BEQ   = 5'd12,
               OPC_BNE   = 5'd13,
               OPC_JMP   = 5'd14,
               OPC_CALL  = 5'd15;
    always @(posedge clk) begin
        if (load_IR) begin
            opcode <= ins[18:14];
            rs1 <= 4'd0;
            rs2 <= 4'd0;
            rd <= 4'd0;
            addr_imm <= 14'd0;
            branch_offset <= 6'd0;
            case (ins[18:14])
                OPC_ADD, OPC_SUB, OPC_MUL, OPC_DIV,
                OPC_INC, OPC_DEC, OPC_AND, OPC_OR,
                OPC_XOR, OPC_NOT: begin
                    rs1 <= ins[13:10];
                    rs2 <= ins[9:6];
                    rd  <= ins[5:2];
                end
                OPC_LD, OPC_ST: begin
                    rs1 <= ins[13:10];             
                    rs2 <= ins[9:6];               
                    addr_imm <= {8'd0, ins[5:0]};  
                end
                OPC_BEQ, OPC_BNE: begin
                    rs1 <= ins[13:10];            
                    rs2 <= ins[9:6];              
                    branch_offset <= ins[5:0];    
                end
                OPC_JMP, OPC_CALL: begin
                    addr_imm <= ins[13:0];        
                end
                default: begin
                end
            endcase
        end
    end
endmodule
```
**./run.sh**
```bash
#!/bin/bash
# OpenROAD 26Q1-2900-gdf79404cd8, Yosys 0.63+post, stock flow scripts
make -C /OpenROAD-flow-scripts/flow DESIGN_CONFIG=/design/flow/config.mk WORK_HOME=/design/flow/orfs finish
```
**./config.mk**
```make
export PLATFORM = sky130hd
export DESIGN_NAME = inst_reg
export DESIGN_NICKNAME = inst_reg
export VERILOG_FILES = /design/flow/design.v
export SDC_FILE = /design/flow/constraint.sdc
export NUM_CORES = 4
export LEC_CHECK = 1
export CORE_UTILIZATION = 30
```
**./constraint.sdc**
```tcl
current_design inst_reg

set clk_period 1.5
set clk_io_pct 0.2

create_clock -name clk0 -period $clk_period [get_ports {clk}]

set non_clock_inputs [all_inputs -no_clocks]
set_input_delay [expr $clk_period * $clk_io_pct] -clock clk0 $non_clock_inputs
set_output_delay [expr $clk_period * $clk_io_pct] -clock clk0 [all_outputs]
```
==> GITHUB_STEP_SUMMARY <==
## Synthesis and layout report

| Metric | Value |
|---|---|
| Status | `finished, final reports clean` |
| OpenROAD warning count | `25` |
| CP top delay family | `buffers and inverters` |
| Initial antenna violation count | `0` |
| DR WL met2 | `1.270 mm` |
| Pleak | `0.7553 nW` |
| Final slew viol count | `0` |
| Fin crit share | `93.34%` |
| Ant. Diodes | `0` |
| Area reported by Yosys stat | `1380 sq um` |
| Relative slew slack | `74.51%` |
| Max Freq | `714.2 MHz` |
| WL/cell | `13.17 um` |
| Gr usage total | `11.68%` |
| Final Setup Violations | `0` |
| Max-area cell share | `80.51%` |
| Top cells by area | `edfxtp_1, and2_1, and2_2, nor3b_1, and4bb_4` |
| DP HPWL | `1.817 mm` |
| # IOs | `58` |
| CTS Buf Count | `5` |
| Startpoint types | `flip-flop` |
| CTS root buf | `clkbuf_8` |
| RSZ-0062 raised after global routing | `no` |
| Synth unique cells | `9` |
| Die X | `69.83 um` |
| Tightest Pin Transition | `0.3812 ns` |
| Hold crit path type | `in -> reg` |
| Iteration-0 DRC Markers | `53` |
| Post_cts resized | `0` |
| H-Tree Depth | `2` |
| Final WL | `2.568 mm` |
| First-pass GRT wire length | `4.140 mm` |
| Cell Area, Synth | `1380 sq um` |
| Critical Path RT | `1.20 ns` |
| CTS clk-pin slew, worst paths | `0.07 ns` |
| Top routing layer in use | `met4` |
| Comb power frac | `11.8%` |
| Core area | `4384 sq um` |
| Slowest CP cell | `clkdlybuf4s50_1` |
| PwrDens | `982.8 nW/um^2` |
| Via count | `820` |
| Power Internal | `1.711 mW` |
| Layout cell share with drive strength beyond 1 | `15.38%` |
| Endpoints failing hold | `0` |
| Largest net degree at the start of global routing | `38` |
| CTS tree | `yes` |
| Die height | `69.83 um` |
| DRT antenna net count | `0` |
| Register area share after synthesis | `80.51%` |
| Routed vias/inst | `4.205` |
| Top cells excl fill/tap | `clkdlybuf4s50_1, edfxtp_1, and2_1` |
| Post-Syn Area per Cell | `18.65 sq um` |
| Critical path fanouts, max | `1` |
| Maximum capacitance violations | `0` |
| Commonest Layout Cell | `clkdlybuf4s50_1` |
| Buffers & Inverters on Critical Path | `1` |
| Hold Buf Count CTS | `0` |
| Setup CP Type | `reg -> out` |
| Min Tclk post-route | `1.400 ns` |
| CP cell instances | `clkdlybuf4s50_1` |
| Post-synthesis cell count | `74` |
| Net Sw Frac | `18.86%` |
| DR pass1 iterations | `4` |
| P_sw | `0.3977 mW` |
| Final setup margin | `0.09992 ns` |
| Total clock sinks | `37` |
| Worst vdd ir | `0.3526 mV` |
| Num rows | `24` |
| Total chip power | `2.109 mW` |
| Dpl cells | `187` |
| Clk pwr share | `29.9%` |
| Cell taking the most area after synthesis | `edfxtp_1` |
| Core Density at Floorplan | `31.48%` |
| Routed met3 length | `144 um` |
| Crit path DAT | `1.10 ns` |
| Maximum clock path buffer count | `2` |
| Cell Count, Final, Fillers Out | `195` |
| Sequential Power Share | `58.4%` |
| GR Overflow Total | `0` |
| Number of buffers added on ports | `57` |
| # Post-CTS Setup Buffers | `0` |
| Yosys Warn Count | `1` |
| Final core utilization | `48.94%` |
| Yosys cell count | `74` |
| Pre-CTS setup slack | `-0.1806 ns` |
| Post-synth regs | `37` |
| CP endpoint kind | `primary output` |
| Placer congestion estimate | `0.7545` |
| Full die area | `4876 sq um` |
| Largest stage delay, worst path | `0.47 ns` |
| DRC Markers | `0` |
| Vias in the first global route | `795` |
| Area grow syn2layout | `55.49%` |
| M1 WL | `1.125 mm` |
[cell families (layout without fill, tap and decap cells)]
| logic type | count (synthesis) | in the layout | synth area share [%] |
|---|---|---|---|
| AOI/OAI and AO/OA | 2 | 2 | 0.9978 |
| buffers and inverters | 0 | 69 | 0 |
| DFF | 37 | 37 | 80.51 |
| and+or+nand+nor | 35 | 35 | 18.50 |
[through the flow]
stage / setup TNS (ns) / hold WS (ns) / instance area (sq um)
detailed placement: -2.506 / 0.8663 / 2058
floorplan: 0 / 0.3989 / 1380
global placement: -1.472 / 0.8734 / 2058
finish: 0 / 0.5841 / 2146
global route: 0 / 0.5734 / 2146
CTS: 0 / 0.5755 / 2140
[power by group through the flow]
stage / registers, mW / clock network [mW] / logic, mW
after global routing: 1.24 / 0.708 / 0.268
after CTS: 1.23 / 0.653 / 0.252
final: 1.23 / 0.630 / 0.248
[Yosys cell counts (all sizes together)]
cell type and instances:
a31oi 1, and4bb 1, and3b 1, and2 28, edfxtp 37, nor3b 4
and4b 1, o21a 1
[cell type report]
cell class,count,area (sq um)
Fill cell,359,2238
Sequential cell,37,1111
Timing Repair Buffer,61,613.1
Multi-Input combinational cell,37,275.3
Clock buffer,5,68.82
Tap cell,52,65.06
Clock inverter,3,12.51
[metal layers]
| layer | vias up | track usage (%) |
|---|---|---|
| met5 | - | 0 |
| met4 | 0 | 2.000 |
| met3 | 2 | 4.130 |
| met2 | 27 | 17.95 |
| met1 | 382 | 17.62 |
| li1 | 409 | - |
[sequential cells by signal, indices dropped and copies added (netlist names)]
| signal | count |
|---|---|
| branch_offset | 6 |
| rs1 | 4 |
| rd | 4 |
| rs2 | 4 |
| opcode | 5 |
| addr_imm | 14 |
[final timing paths]
path,from,endpoint,slack (ns),depth (start not counted)
max,branch_offset[2],branch_offset[2],0.1,1
min,ins[14],opcode[0],0.58,1
Power and IR drop assume default switching activity.
