==> ./design.v <==
module reg_file (
    input clk,
    input rst,
    input reg_write,                  
    input [4:0] read_reg1,            
    input [4:0] read_reg2,            
    input [4:0] write_reg,            
    input [18:0] write_data,          
    output [18:0] read_data1,         
    output [18:0] read_data2          
);
    reg [18:0] registers [0:31];
    assign read_data1 = registers[read_reg1];
    assign read_data2 = registers[read_reg2];
    always @(posedge clk or posedge rst) begin
        if (rst) begin
            integer i;
            for (i = 0; i < 32; i = i + 1)
                registers[i] <= 19'd0;
        end else if (reg_write) begin
                        registers[write_reg] <= write_data;
        end
    end
endmodule
==> ./run.sh <==
#!/bin/bash
# OpenROAD 26Q1-2900-gdf79404cd8, Yosys 0.63+post, stock flow scripts
make -C /OpenROAD-flow-scripts/flow DESIGN_CONFIG=/design/flow/config.mk WORK_HOME=/design/flow/orfs finish
==> ./config.mk <==
export PLATFORM = sky130hd
export DESIGN_NAME = reg_file
export DESIGN_NICKNAME = reg_file
export VERILOG_FILES = /design/flow/design.v
export SDC_FILE = /design/flow/constraint.sdc
export NUM_CORES = 4
export LEC_CHECK = 1
export CORE_UTILIZATION = 30
==> ./constraint.sdc <==
current_design reg_file

set clk_period 7.0
set clk_io_pct 0.2

create_clock -name clk0 -period $clk_period [get_ports {clk}]

set non_clock_inputs [all_inputs -no_clocks]
set_input_delay [expr $clk_period * $clk_io_pct] -clock clk0 $non_clock_inputs
set_output_delay [expr $clk_period * $clk_io_pct] -clock clk0 [all_outputs]
==> flow_metrics.tcl <==
# collected from the flow reports
set metrics [dict create \
    outcome "complete, no violations" \
    max_flop_register "registers" \
    number_of_sinks_handled_by_clock_tree_synthesis 608 \
    fin_worst_skew_ns 0 \
    routed_wire_length_per_instance_um 41.22 \
    post_cts_setup_driven_buffer_insertion_count 0 \
    portBuffers 74 \
    critical_path_required_ns 5.60 \
    final_standard_cell_count_with_taps_included_and_fillers_excluded 4273 \
    post_cts_resized 0 \
    row_count 117 \
    track_usage_pct 34.73 \
    timing.final.setup_violations 0 \
    place.detailed.hpwl_um 115000 \
    largest_registers "registers (608)" \
    cts.root.buffer_cell "sky130_fd_sc_hd__clkbuf_16" \
    fp.dieW_um 323.7 \
    yosys_cells 2680 \
    dp_cells 4143 \
    layout.area.seq_sq_um 15210 \
    worst_setup_path_start_kind "input port" \
    clock_latency_ns 0.63 \
    routabilityCongestion 1.065 \
    period_used_pct 94.95 \
    finalWirelength_um 176100 \
    largest_register_ff_count 608 \
    cts_tree "built" \
    pin_count_of_the_biggest_net_entering_global_routing 123 \
    mean_post_synth_cell_area_sq_um 11.58 \
    hold_ws_ns 0.5287 \
    max_clock_freq_mhz 150.4 \
    synth_seq_share_pct 49.01 \
    path_clk_slew_ns 0.06 \
    tool_warnings 32 \
    yosysChipArea_sq_um 31040 \
    logic_area_sq_um 15040 \
    most_repeated_cell_in_the_gate_level_netlist_after_synthesis "sky130_fd_sc_hd__dfrtp_1" \
    worst_slew_margin_rel_pct 21.27 \
    clock_tree.htree_level_count 3 \
    ff_type "sky130_fd_sc_hd__dfrtp_1" \
    critPathKind "in2out" \
    maxCapViolCount 0 \
    holdBufCountCts 0 \
    n_fill_cell 10090 \
    p_leak_nw 15.85 \
    synthesis.instances 2680 \
    drc 0 \
    period_minus_slack_ns 6.647 \
    path_max_fanout 14 \
    number_of_antenna_violations_at_the_first_check_in_global_routing 9 \
    area.growth.synth_to_final_pct 18.96 \
    crit_arrival_ns 5.25 \
    drive_above_1_share_pct 36.43 \
    worst_slew_pin_slew_ns 1.180 \
    ys_types 61 \
    vias 27570 \
    cts_buffers 71 \
    vias_per_cell 6.453 \
    ys_top_cells_by_area "sky130_fd_sc_hd__dfrtp_1 49%, sky130_fd_sc_hd__mux2_2 22%, sky130_fd_sc_hd__a22oi_1 11%" \
    coreArea_sq_um 102200 \
    worst_ir_drop_on_vdd_v 0.0001890 \
    pwr_density_cell_nw_per_um2 276.8 \
    detailedRoute.firstPassIterationCount 9 \
    synthTopCellsByCount "608 x sky130_fd_sc_hd__dfrtp_1, 605 x sky130_fd_sc_hd__mux2_2, 448 x sky130_fd_sc_hd__a22oi_1" \
    finalHoldViolCount 0 \
    overflow 0 \
    via_count_of_the_first_global_routing_pass 27090 \
    post_synth_instance_area_sq_um 31040 \
    rsz0062_at_grt "no" \
    post-synth-top-area-cell "sky130_fd_sc_hd__dfrtp_1" \
    edf_count 0 \
    antenna_left 0 \
    ys_warn_count 2 \
    worstHoldPathType "reg2reg" \
    timing.critical_path.to_type "primary output" \
    detail_route.iter0.violations 3139 \
    postSynth.asyncResetShare_pct 100.0 \
    netlist.area_leader.share_pct 49.01 \
    ioPinCount 75 \
    floorplan.core_util_pct 30.38 \
    ys.flops 608 \
    grt_pass1_wl_um 237400 \
    ctsLongestPathBuffers 3 \
    layout.core_utilization_pct 36.14 \
    die_area_sq_um 104800 \
    die_h_um 323.7 \
    total_count_of_max_transition_violations_in_the_final_report 0 \
]
area by class of cell:
type | count | area share (%)
sequential | 608 | 41.20
multi-input combinational | 1844 | 40.73
timing repair buffer | 314 | 7.061
clock buffer | 91 | 5.367
tap | 1368 | 4.635
clock inverter | 33 | 0.8707
inverter | 9 | 0.1016
antenna | 6 | 0.04066
final timing paths:
| path | start | endpoint | slack [ns] | depth (start not counted) |
|---|---|---|---|---|
| setup / recovery | read_reg2[4] | read_data2[1] | 0.35 | 10 |
| hold / removal | registers[12][3] | registers[12][3] | 0.53 | 1 |
| setup reg to reg | registers[22][6] | registers[22][6] | 6.10 | 1 |
| hold reg to reg | registers[12][3] | registers[12][3] | 0.53 | 1 |
| max in group asynchronous | rst | registers[13][6] | 4.11 | 4 |
| min in group asynchronous | rst | registers[5][16] | 1.13 | 2 |
routing by layer:
| layer | up-vias | global-route usage [%] | share of wire, % |
|---|---|---|---|
| met5 | - | 0 | 0.031 |
| li1 | 10660 | - | - |
| met4 | 8 | 18.20 | 7.1 |
| met1 | 14160 | 45.66 | 38 |
| met3 | 671 | 16.38 | 13 |
| met2 | 2074 | 48.01 | 41 |
power by group:
group	switching (mW)	total (mW)	internal [mW]
clock network	1.60	3.76	2.15
logic	0.738	1.53	0.795
registers	0.732	4.93	4.20
total	3.08	10.2	7.15
logic make-up after synthesis:
group	Yosys count	synth area share, %
AOI/OAI and AO/OA	651	15.69
muxes	644	23.26
DFF	608	49.01
and+or+nand+nor	549	8.879
buffers and inverters	228	3.168
through the flow:
stage / setup TNS, ns / worst slack, ns / cell area [sq um] / power (mW)
floorplan: -1638.64 / -2.695 / 31050 / 5.614
global placement: 0 / 0.5909 / 34610 / 6.441
detailed placement: 0 / 0.5343 / 34610 / 6.455
CTS: 0 / 0.5303 / 36920 / 10.21
global route: 0 / 0.3838 / 36920 / 10.54
finish: 0 / 0.3532 / 36930 / 10.22
worst max-delay path, cell delays in order:
cell and delay [ns]:
sky130_fd_sc_hd__clkdlybuf4s50_1 0.84, sky130_fd_sc_hd__buf_4 0.33, sky130_fd_sc_hd__nand2_1 0.31, sky130_fd_sc_hd__buf_4 0.31, sky130_fd_sc_hd__nor2_2 0.58, sky130_fd_sc_hd__buf_4 0.40
sky130_fd_sc_hd__a221oi_1 0.16, sky130_fd_sc_hd__and3_1 0.17, sky130_fd_sc_hd__a31oi_1 0.21, sky130_fd_sc_hd__clkdlybuf4s50_1 0.52
placed cells by master, fill, tap and decap left out, types with 13 or more instances in the layout:
master / Yosys / final
sky130_fd_sc_hd__a21oi_1: 47 / 47
sky130_fd_sc_hd__a221oi_1: 13 / 13
sky130_fd_sc_hd__a22o_1: 14 / 14
sky130_fd_sc_hd__a22oi_1: 448 / 448
sky130_fd_sc_hd__a32oi_1: 19 / 19
sky130_fd_sc_hd__buf_4: 0 / 232
sky130_fd_sc_hd__clkbuf_16: 0 / 71
sky130_fd_sc_hd__clkbuf_8: 0 / 13
sky130_fd_sc_hd__clkdlybuf4s50_1: 0 / 67
sky130_fd_sc_hd__clkinv_2: 0 / 16
sky130_fd_sc_hd__dfrtp_1: 608 / 608
sky130_fd_sc_hd__mux2_1: 13 / 13
sky130_fd_sc_hd__mux2_2: 605 / 605
sky130_fd_sc_hd__mux2i_1: 26 / 26
sky130_fd_sc_hd__nand2_1: 150 / 149
sky130_fd_sc_hd__nand3_1: 36 / 33
sky130_fd_sc_hd__nand4_1: 56 / 56
sky130_fd_sc_hd__nor2_1: 118 / 72
sky130_fd_sc_hd__nor2_2: 24 / 58
sky130_fd_sc_hd__nor2b_1: 20 / 20
sky130_fd_sc_hd__nor3_1: 52 / 52
sky130_fd_sc_hd__nor4_1: 14 / 14
sky130_fd_sc_hd__o21ai_0: 21 / 21
Power and IR drop assume default switching activity.
