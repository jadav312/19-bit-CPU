### flow/design.v
module alu (
    input  [18:0] a,
    input  [18:0] b,
    input  [4:0]  opcode,
    output reg [37:0] outau
);
always @(*) begin
    case (opcode)
        5'b00000: outau = {19'b0, a + b};         
        5'b00001: outau = {19'b0, a - b};         
        5'b00010: outau = a * b;                  
        5'b00011: outau = (b != 0) ? {19'b0, a / b} : 38'b0;  
        5'b00100: outau = {19'b0, a + 19'd1};     
        5'b00101: outau = {19'b0, a - 19'd1};     
        5'b00110: outau = {19'b0, a & b};         
        5'b00111: outau = {19'b0, a | b};         
        5'b01000: outau = {19'b0, a ^ b};         
        5'b01001: outau = {19'b0, ~a};            
        default : outau = 38'b0;                  
    endcase
end
endmodule
### flow/run.sh
#!/bin/bash
# OpenROAD 26Q1-2900-gdf79404cd8, Yosys 0.63+post, stock flow scripts
make -C /OpenROAD-flow-scripts/flow DESIGN_CONFIG=/design/flow/config.mk WORK_HOME=/design/flow/orfs finish
### flow/config.mk
export PLATFORM = sky130hd
export DESIGN_NAME = alu
export DESIGN_NICKNAME = alu
export VERILOG_FILES = /design/flow/design.v
export SDC_FILE = /design/flow/constraint.sdc
export NUM_CORES = 4
export LEC_CHECK = 1
export CORE_UTILIZATION = 50
### flow/constraint.sdc
current_design alu

set clk_period 118.0
set clk_io_pct 0.2

create_clock -name clk0 -period $clk_period

set non_clock_inputs [all_inputs -no_clocks]
set_input_delay [expr $clk_period * $clk_io_pct] -clock clk0 $non_clock_inputs
set_output_delay [expr $clk_period * $clk_io_pct] -clock clk0 [all_outputs]
==> flow_summary.ini <==
; flow metrics
[outcome]
run_status = finished clean

[global_routing]
grt_first_pass_wirelength_mm = 132
grt_antenna_before_repair = 3
grt_pass1_vias = 21896
gr-usage-all-layers = 0.380
pin_count_of_the_biggest_net_entering_global_routing = 33
grt_overflow = 0

[yosys]
yosysTopAreaCell = fa_1
netlist_top_cells_count = inv_1, nand2_1, ha_1, nor2_1, fa_1
synth.cell_area_sq_mm = 0.0237
synth_chip_area_sq_mm = 0.0237
synth.top_cells.by_area = fa_1, ha_1, inv_1
yosys_warnings = 1
yosysCellCount = 3135
sequential_cell_area_fraction_in_the_yosys_report = 0
yosys.area.top_type_share = 0.244
netlist-cell-type-count = 93
yosys.cell_count.top_type = inv_1
syn_inst = 3135
average_cell_area_after_synthesis_sq_um = 7.57

[power_and_ir_drop]
power.total_mw = 0.546
p_leak_nw = 12.4
irDropWorstVdd_mv = 0.0631
cellPowerDensity_mw_per_mm2 = 21.5

[critical_path]
setup.worst_path.class = in2out
setup.worst_path.start_class = input pin
cpPeakStageDelay_ns = 0.87
worstSetupStartpoint = b[14]
data_required_time_of_the_worst_path_ns = 94.40
crit_arrival_ns = 65.62
critical_path_peak_fanout = 20
worstSetupEndpointType = output pin
worstSetupEndpoint = outau[0]
critPathSlowestCell = o41ai_4

[final_layout]
flops = 0
utilization = 0.544
drive_gt1_frac = 0.0560
seqCellArea_sq_um = 0
area_delta_synth_final_pct = 6.96
layout.clock_buffers = 0

[clock_network]
cts_resized = 0
cts_setup_buffers = 0
holdBufCountCts = 0

[sta]
slew-limit-headroom = 0.272
timing.final.hold_violations = 0
period_used_share = 0.756
max_clock_freq_mhz = 11.2
final_max_slew_viol_count = 0
final.setup.worst_slack_ns = 28.78
rsz0062_at_grt = false
setup_total_negative_slack_ns = 0
timing_worst_slew_pin_value_ns = 1.08
layout_min_cycle_time_ns = 89.22
setup_violations = 0

[routing]
firstDrtPassIters = 26
detail_route.drc_violations = 0
routed_wl_mm = 86.2
dr.first_iter.drc_count = 1595
drt-wirelength-per-cell_um = 22.9
post_drt_via_cell_ratio = 6.04
vias = 22758
antenna_violating_nets_post_route = 0

[place]
dpl.hpwl_mm = 67.2
gp_congestion = 1.06
port_buffers = 81
preCtsSetupSlack_ns = 29.78

[flow_run]
tool_warnings = 56
cap_viol_max_count = 0

[floorplanning]
chipArea_sq_mm = 0.0483
floorplan.io_pins = 81
dieWidth_um = 220
dieHeight_um = 220
initCoreUtil = 0.509
coreArea_sq_mm = 0.0467
std_cell_rows = 79

[hold_path]
hold_class = in2out
[worst min path at each step]
stage | to | slack [ns] | start | cells past startpoint
5_1_grt | outau[0] | 48.64 | a[0] | 4
6_report | outau[0] | 48.60 | a[0] | 4
4_1_cts | outau[0] | 48.61 | a[0] | 4
[stage by stage]
step	cells	hold slack (ns)	cell area (sq um)
after CTS	3767	48.61	25400
after global placement	3767	48.58	25400
final	3768	48.60	25400
after floorplan	3135	47.28	23700
after global routing	3768	48.64	25400
after detailed placement	3767	48.59	25400
[per-layer routing]
| layer | up-vias | track usage | part of all wire |
|---|---|---|---|
| met5 | - | 0.0229 | 0.0017 |
| met4 | 6 | 0.104 | 0.034 |
| met3 | 158 | 0.133 | 0.11 |
| met2 | 1054 | 0.550 | 0.42 |
| met1 | 10856 | 0.550 | 0.43 |
| li1 | 10684 | - | - |
[logic make-up after synthesis]
kind of cell / share of synthesized area
adder cells (fa/ha/maj): 0.441
buffers and inverters: 0.0902
AND-OR/OR-AND: 0.188
AND/OR/NAND/NOR: 0.195
XOR/XNOR: 0.0609
multiplexers: 0.0248
[area by class of cell]
| class | instances | area [sq um] |
|---|---|---|
| timing repair buffer | 159 | 1400 |
| tap | 607 | 759 |
| fill | 4366 | 21300 |
| inverter | 426 | 1600 |
| antenna | 1 | 2.50 |
| multi-input combinational | 2575 | 21600 |
[cells in the final DEF (no fill, tap or decap), drive strengths merged, types with 19 or more instances in the layout]
cell and count:
inv 419, nand2 399, ha 374, nor2 294, fa 289, a21oi 200, o21ai 126, xnor2 102
clkdlybuf4s50 81, buf 78, a21o 63, xor2 63, nand3 56, nor3 55, mux2 41, o21a 39
a31oi 33, nor2b 32, or3 29, o31ai 29, nand2b 28, a211oi 28, o211ai 27, nand4 22
and3 20, or2 20, and2 19
[report_power, final]
| group | leakage (nW) | internal [mW] | switching, mW |
|---|---|---|---|
| sequential | 0 | 0 | 0 |
| combinational | 12.4 | 0.220 | 0.325 |
| clock | 0.00000634 | 0.00000000115 | 0 |
| total | 12.4 | 0.220 | 0.325 |
[critical path, delay by kind of cell]
family | cells | cell delay, ns
AND-OR/OR-AND | 83 | 22.96
AND/OR/NAND/NOR | 31 | 8.40
adder cells (fa/ha/maj) | 18 | 6.00
buffers and inverters | 10 | 2.56
multiplexers | 5 | 2.02
Power figures rest on the tool's default switching activity, not on a simulated workload.
